==> design.v <==
`timescale 1ns/1ps
module mod_add #(
    parameter len = 16,  
p = 65521,
g = 373,
q = p - 1
)(
    input  wire [(len<<1)-1:0] a,
    input  wire [(len<<1)-1:0] b,
    input  wire [(len<<1)-1:0] r,
    output wire [(len<<1)-1:0] c
);
    wire [(len<<1):0] sum;  
    assign sum = a + b;
    assign c = sum % r;
endmodule
==> run.sh <==
#!/bin/bash
# OpenROAD 26Q1-2900-gdf79404cd8, Yosys 0.63+post, stock flow scripts
make -C /OpenROAD-flow-scripts/flow DESIGN_CONFIG=/design/flow/config.mk WORK_HOME=/design/flow/orfs finish
==> config.mk <==
export PLATFORM = sky130hd
export DESIGN_NAME = mod_add
export DESIGN_NICKNAME = mod_add
export VERILOG_FILES = /design/flow/design.v
export SDC_FILE = /design/flow/constraint.sdc
export NUM_CORES = 4
export LEC_CHECK = 1
export CORE_UTILIZATION = 50
==> constraint.sdc <==
current_design mod_add

set clk_period 341.2
set clk_io_pct 0.2

create_clock -name clk0 -period $clk_period

set non_clock_inputs [all_inputs -no_clocks]
set_input_delay [expr $clk_period * $clk_io_pct] -clock clk0 $non_clock_inputs
set_output_delay [expr $clk_period * $clk_io_pct] -clock clk0 [all_outputs]
==> impl_metrics.toml <==
# implementation run metrics
[synthesis]
adder_share_pct = 22.1
ys_area_um2 = 33800
simple_gate_share_pct = 24.7
netlist_area_um2 = 33800
yosys_warnings = 0
avgSynthCellArea_um2 = 6.73
mux_area_share_pct = 3.70
ys_sh_xor_pct = 10.8
netlist_instances = 5016
synthTopLogicFamily = "AND-OR/OR-AND gates"
synth-cells-yosys = 5016
aoi_share_pct = 34.7
synth_seq_share_pct = 0
synth.distinct_cells = 109

[die]
die_x_um = 262
fp-row-count = 94
floorplan.core_util_pct = 50.9
fp.dieH_um = 262
ios = 128
coreArea_um2 = 66300
die_area_um2 = 68600

[setup_path]
cpMostUsedCell = "ha_1"
cp-start-kind = "input pin"
slowest_delay_ns = 0.87
critical_path_required_ns = 272.96
crit_buf_inv = 24
arrival_ns = 158.01
slowest_stage = "o21ai_0"
cp_max_fo = 42
cp-end-kind = "primary output"
path_class = "input pin to primary output"
path_delay_family = "AND-OR/OR-AND gates"

[layout]
seq_cells = 0
nClkBuffers = 0
fillers = 6716
area_growth_pct = 7.69
regArea_um2 = 0
layout-drive-gt1-share_pct = 6.16
logic_area_um2 = 32500
final_cells = 5965

[route]
viasPerCell = 6.51
post_drt_wl_per_cell_um = 22.9
routed-via-count = 38800
antenna_left = 0
drtPass1Iterations = 6
drtIter0Drc = 3303
drc_errors = 0
totalWireLength_um = 137000
num_antenna_cells = 0

[job]
drv_cap = 0
warning_count = 34

[final_timing]
finalWorstPathRequiredPeriod_ns = 226.25
slew_headroom_pct = 28.3
hold-worst-slack_ns = 137.74
fin_crit_sh_pct = 66.3
fmax_mhz = 4.42
rsz0062_at_grt = "false"
final.setup.tns_ns = 0
final-setup-viol-count = 0
hold_viol = 0
slew_violations = 0
worst_pin_slew_ns = 1.06

[power_and_ir_drop]
vdd_drop_max_mv = 0.0123
powerDensity_nw_per_um2 = 6.40
p_leak_nw = 16.7
finalPower_mw = 0.233

[placed_design]
dpl.hpwl_um = 112000
io_buffers = 128
gp_congestion = 1.08
placedCellCount = 5965

[global_route]
grt_pass1_vias = 35400
grt_pass1_wl_um = 206000
grt_start_max_net_pins = 43
grt_antenna_before_repair = 0
track_usage_pct = 39.4
grt-ovfl-total = 0

[clock_tree]
post_cts_buffers = 0
cts_resized = 0
ctsHoldBuffers = 0

[worst_hold_path]
hold_path_class = "input pin to primary output"

[status]
status = "completed"
[worst paths after layout]
kind | from | end | depth (start not counted)
setup / recovery | a[0] | c[26] | 321
hold / removal | r[0] | c[0] | 4
[synth_stat cells (all sizes together) (42+ instances only)]
library cell  number  area share [%]
a211oi            54             1.2
a21o             195             4.3
a21oi            482             7.2
a31oi             99             1.9
and2              44            0.82
and3              42            0.78
clkbuf           104             1.2
ha               594              22
inv              204             2.3
mux2              87             2.9
nand2            560             6.2
nand2b            62             1.1
nand3            128             1.9
nand4             57             1.1
nor2             511             5.7
nor2b             43            0.80
nor3             153             2.3
o211ai            46             1.0
o21a             139             3.1
o21ai            321             4.8
o21bai            53             1.2
o31ai             45             1.0
or3               46            0.85
xnor2            263             6.8
xor2             154             4.0
[cell type report]
cell class	count	share of cell area, %
inverters	204	2.11
multi-input cells	4672	89.4
well taps	864	2.97
repair buffers	225	5.53
[routing by layer]
metal  up-vias  track usage, %  routed length (um)
met5         -               0                   0
met4         0            15.1                6310
met3       297            6.67               12600
met2      1811            61.1               57900
met1     17700            54.5               59900
li1      19000               -                   -
[through the flow]
step,setup WS [ns],util (%),cell area (um^2)
final,114.95,54.8,36400
after global routing,109.05,54.8,36400
after CTS,116.82,54.8,36400
after floorplan,126.89,-,33800
after detailed placement,117.08,54.8,36400
after global placement,118.34,54.8,36400
[layout by cell type (no fill, tap or decap), types with 15 or more instances in the layout]
master,instances
ha_1,594
nand2_1,560
nor2_1,507
a21oi_1,477
o21ai_0,297
xnor2_1,263
inv_1,202
a21o_1,195
xor2_1,154
nor3_1,149
o21a_1,139
clkdlybuf4s50_1,128
nand3_1,127
buf_4,97
a31oi_1,95
mux2_2,85
nand2b_1,62
nand4_1,56
o21bai_1,53
a211oi_1,52
o211ai_1,46
or3_1,46
nor2b_1,43
and2_1,43
and3_1,42
o31ai_1,42
or2_2,33
mux2i_1,27
a211o_1,24
o22ai_1,20
nor4_1,20
o31a_1,20
a21boi_0,19
o21ai_1,18
a221oi_1,18
a221o_1,18
a21bo_2,17
nand3b_1,16
a31o_2,16
o211a_1,15
[where the power goes]
group          leakage (nW)  internal [mW]  switching, mW  total (mW)
clock network             0              0              0           0
registers                 0              0              0           0
logic                  16.7          0.107          0.126       0.233
[worst min-delay path: cells and delay by family]
family | cells | cell delay [ns]
buffers and inverters | 2 | 0.99
AOI/OAI and AO/OA | 1 | 0.07
adders and majority gates | 1 | 0.20
[logic make-up after synthesis]
logic type,count (synthesis)
AOI/OAI and AO/OA,1769
and+or+nand+nor,1776
xor gates and xnor gates,417
buffers and inverters,344
muxes,114
adders and majority gates,596
No activity file was given, so power comes from the tool's default toggle rates.
